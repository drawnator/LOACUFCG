**flow/config.mk**
```make
export PLATFORM = sky130hd
export DESIGN_NAME = ULA
export DESIGN_NICKNAME = ULA
export VERILOG_FILES = /design/flow/design.v
export SDC_FILE = /design/flow/constraint.sdc
export NUM_CORES = 4
export LEC_CHECK = 1
export CORE_AREA = 10 10 73 73
export DIE_AREA = 0 0 83 83
```
**flow/constraint.sdc**
```tcl
current_design ULA

set clk_period 9.7
set clk_io_pct 0.2

create_clock -name clk0 -period $clk_period

set non_clock_inputs [all_inputs -no_clocks]
set_input_delay [expr $clk_period * $clk_io_pct] -clock clk0 $non_clock_inputs
set_output_delay [expr $clk_period * $clk_io_pct] -clock clk0 [all_outputs]
```
**flow/design.v**
```verilog
parameter BITS = 8;  
module ULA(
  input logic signed [BITS-1:0] A, B,  
  input logic [1:0] F,  
  output logic [BITS-1:0] Saida,  
  output logic FLAG_O);  
  always_comb begin  
    FLAG_O <= 0;
    case (F)
      0 : Saida <= A&B;  
      1 : Saida <= A|B;  
      2 : begin  
        Saida <= A+B;  
        FLAG_O <= (A[BITS-1]~^B[BITS-1])&(Saida[BITS-1]^A[BITS-1]);
      end
      3 : begin  
        Saida <= A-B;  
        FLAG_O <= (Saida[BITS-1]~^B[BITS-1])&(A[BITS-1]^B[BITS-1]);
      end
    endcase
  end
endmodule
```
**flow/run.sh**
```bash
#!/bin/bash
# OpenROAD 26Q1-2900-gdf79404cd8, Yosys 0.63+post, stock flow scripts
make -C /OpenROAD-flow-scripts/flow DESIGN_CONFIG=/design/flow/config.mk WORK_HOME=/design/flow/orfs finish
```
==> reports/metrics.yaml <==
final_timing:
  fin_crit_ps: 7000
  tightest_slew_ps: 595
  finalHoldViolations: 0
  finalCritPeriodShare: 0.721
  slew-limit-headroom: 0.602
  max_freq_ghz: 0.143
  final_max_slew_viol_count: 0
  setup_viol: 0
  rsz0062_at_grt: "false"
  holdWs_ps: 5050
  setup-tns-final_ps: 0
critical_path:
  worstPathArrival_ps: 5060
  cp-end-kind: "output pin"
  critPathKind: "primary input to output pin"
  path_max_fanout: 16
  required_ps: 7760
  worstSetupStartpointType: "primary input"
cells_and_area:
  nClkBuffers: 0
  nFillCells: 443
  regArea_um2: 0
  flop-count: 0
  final_cell_mix: "27 x clkdlybuf4s50_1, 14 x nand2_1, 12 x inv_1, 12 x ha_1, 11 x o21ai_0"
  syn2layout_area_growth_pct: 41.4
  layout_top_cell: "clkdlybuf4s50_1"
  drive_above_1_share: 0.0448
floorplanning:
  die_w_um: 83
  die_y_um: 83
  core_util_floorplan: 0.206
  dieArea_um2: 6890
  core_um2: 3740
  rows: 22
  ios: 27
synthesis:
  yosysWarnings: 1
  netlist_instances: 110
  netlist_area_um2: 771
  ys_chip_area_um2: 771
  ys_cells: 110
  top_area_frac: 0.195
  yosysUniqueCellTypes: 39
  yosys.area.top_type: "ha_1"
  postSynthSeqShare: 0
  synth.area.top_cells: "ha_1 19%, maj3_1 7.8%, o21ai_0 7.1%"
  syn_area_per_cell_um2: 7.01
global_route:
  overflow: 0
  grt_antenna_before_repair: 0
  grt_max_degree: 17
  track_usage: 0.0566
  grt_pass1_wl_um: 3530
  first_global_vias: 771
power:
  leakage_nw: 0.464
  powerDensity_nw_per_um2: 60.6
  peakVddDrop_mv: 0.0223
routing:
  drc_errors: 0
  postRouteAntennaNets: 0
  num_vias: 789
  drt_wl_total_um: 1990
  post_drt_via_cell_ratio: 4.34
  drt-initial-drc-count: 16
  n_antenna_cell: 0
  dr.pass1.iters: 4
  wl_per_cell_um: 10.9
flow_run:
  maxCapViolCount: 0
  warnings: 35
placement:
  hpwl_um: 1790
  io_buffers: 27
  gp_congestion: 0.877
cts:
  postCtsHoldBufs: 0
  post_cts_resized: 0
  cts_setup_buffers: 0
min_path:
  min_path_type: "primary input to output pin"
outcome:
  status: "complete, no violations"
## cells in the mapped netlist, types with 2 or more instances
library cell  instances
o21ai_0              11
nor3_1                2
nand3_1               2
ha_1                 12
clkbuf_1              3
nor2_1                3
xor2_1                6
maj3_1                6
xnor2_1               3
inv_1                12
a21oi_1               7
o31ai_1               2
or3_1                 2
nand2_1              14
## layout make-up
| type | count | area, um^2 | share of cell area |
|---|---|---|---|
| multi-input cells | 95 | 714 | 0.656 |
| well taps | 48 | 60.1 | 0.0551 |
| repair buffers | 27 | 270 | 0.248 |
| inverters | 12 | 45.0 | 0.0413 |
## stage by stage
| step | instance area, um^2 | utilization | total power [mW] | cells | setup WS (ps) |
|---|---|---|---|---|---|
| finish | 1090 | 0.291 | 0.0660 | 182 | 2700 |
| global route | 1090 | 0.291 | 0.0762 | 182 | 2350 |
| CTS | 1090 | 0.291 | 0.0677 | 182 | 2610 |
| detailed placement | 1090 | 0.291 | 0.0675 | 182 | 2610 |
| global placement | 1090 | 0.291 | 0.0676 | 182 | 2660 |
| floorplan | 771 | - | 0.0368 | 110 | 3960 |
## critical path, stage by stage
cell	delay (ps)
clkdlybuf4s50_1	850
nand2_2	170
o21ai_0	350
fa_1	300
nor2b_1	60
o21ai_1	160
a21boi_0	180
or4_1	490
nand3_1	90
clkdlybuf4s50_1	470
## metal layers
| metal | vias up | part of all wire | global-route usage |
|---|---|---|---|
| met2 | 15 | 0.49 | 0.102 |
| met1 | 336 | 0.47 | 0.0738 |
| met5 | - | 0 | 0 |
| met3 | 0 | 0.032 | 0.00689 |
| li1 | 438 | - | - |
| met4 | 0 | 0 | 0 |
## cell families (layout without fill, tap and decap cells)
| kind of cell | Yosys count | after routing | share of synthesized area |
|---|---|---|---|
| muxes | 1 | 1 | 0.0130 |
| buffers and inverters | 15 | 39 | 0.0730 |
| and+or+nand+nor | 35 | 35 | 0.244 |
| xor gates and xnor gates | 11 | 11 | 0.144 |
| AOI/OAI and AO/OA | 29 | 29 | 0.227 |
| adders and majority gates | 19 | 19 | 0.299 |
## final timing paths
kind              from        to  slack (ps)  depth (start not counted)
setup / recovery  F[0]  Saida[6]        2700                         10
hold / removal    A[1]  Saida[1]        5050                          5
## report_power, final
group / switching, mW / leakage [nW] / internal [mW] / total [mW]
sequential: 0 / 0 / 0 / 0
combinational: 0.0297 / 0.464 / 0.0363 / 0.0660
clock: 0 / 0 / 0 / 0
total: 0.0297 / 0.464 / 0.0363 / 0.0660
Power is estimated from default activity; no workload was simulated.
