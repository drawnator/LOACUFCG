===== run.sh =====
#!/bin/bash
# OpenROAD 26Q1-2900-gdf79404cd8, Yosys 0.63+post, stock flow scripts
make -C /OpenROAD-flow-scripts/flow DESIGN_CONFIG=/design/flow/config.mk WORK_HOME=/design/flow/orfs finish

===== config.mk =====
export PLATFORM = sky130hd
export DESIGN_NAME = somador_8_bit
export DESIGN_NICKNAME = somador_8_bit
export VERILOG_FILES = /design/flow/design.v
export SDC_FILE = /design/flow/constraint.sdc
export NUM_CORES = 4
export LEC_CHECK = 1
export CORE_AREA = 10 10 70 70
export DIE_AREA = 0 0 80 80

===== constraint.sdc =====
current_design somador_8_bit

set clk_period 6.1
set clk_io_pct 0.2

create_clock -name clk0 -period $clk_period

set non_clock_inputs [all_inputs -no_clocks]
set_input_delay [expr $clk_period * $clk_io_pct] -clock clk0 $non_clock_inputs
set_output_delay [expr $clk_period * $clk_io_pct] -clock clk0 [all_outputs]

===== design.v =====
parameter L = 8;  
module somador_8_bit(
  input logic signed [L-1:0] A,B,  
  output logic signed [L-1:0] S,  
  output logic Z,N,P);  
  always_comb S <= A+B;  
  always_comb Z <= ~|S;  
  always_comb N <= S[L-1];  
  always_comb P <= ~S[0];  
endmodule

==> flow_metrics.tcl <==
# flow metrics
set metrics [dict create \
    synthCells 43 \
    insertedDiodeCount 0 \
    fin_area_um2 727 \
    netlist_area_um2 407 \
    ys_chip_area_um2 407 \
    grt_usage_pct 4.02 \
    use_met3_pct 1.14 \
    tool_warnings 32 \
    n_clock_buffer 0 \
    power_density_nw_per_um2 103 \
    rsz0062_at_grt "false" \
    core_um2 3420 \
    slowest_delay_ns 0.51 \
    io-pin-count 27 \
    gr-max-usage-layer "met2" \
    required_ns 4.88 \
    die_w_um 80 \
    crit_slowest_cell "clkdlybuf4s50_1" \
    yosysSeqAreaShare_pct 0 \
    setup_tns_ns 0 \
    cp_common_cell "clkdlybuf4s50_1" \
    hold_violations 0 \
    post_cts_buffers 0 \
    fillers 388 \
    ctsResizeCount 0 \
    maxSlewHeadroom_pct 76.8 \
    status "finished, final reports clean" \
    gp_congestion 0.759 \
    timing.fmax_mhz 204 \
    critPathBufInv 2 \
    grt_pass1_vias 464 \
    endpoint_kind "output port" \
    place_area_um2 727 \
    fp_util_pct 11.9 \
    grt_use_met1_pct 5.69 \
    grt_remaining_overflow 0 \
    vias 426 \
    path_depth 8 \
    worstHoldPathCells 4 \
    avgSynthCellArea_um2 9.46 \
    layout-drive-gt1-share_pct 13.0 \
    layout_top_cells "clkdlybuf4s50_1, ha_1, a21oi_1" \
    drc 0 \
    grt_max_degree 7 \
    yosysWarnings 1 \
    layout_top_cell "clkdlybuf4s50_1" \
    avgRoutedWirePerCell_um 11.3 \
    dr.pass1.iters 4 \
    peakVddDrop_mv 0.0307 \
    path_max_fanout 3 \
    ys_types 26 \
    portBuffers 27 \
    grt_antenna_before_repair 0 \
    ys_cells 43 \
    row_count 21 \
    grt_pass1_wl_mm 2.09 \
    worstPathArrival_ns 3.68 \
    setup_viol 0 \
    path_cells "clkdlybuf4s50_1 > ha_1 > fa_1 > a211o_1 > nand4_1 > o311ai_4 > nor4_2 > clkdlybuf4s50_1" \
    drt_iter0_drc 4 \
    leakagePower_uw 0.000260 \
    fin_crit_sh_pct 80.3 \
    crit_family "buffers and inverters" \
    cp-start-kind "primary input" \
    area_delta_synth_final_pct 78.8 \
    hpwl_mm 1.21 \
    ant_nets 0 \
    hold_class "in2out" \
    dieArea_um2 6400 \
    flop-count 0 \
    wl_mm 1.30 \
    gr-usage-met2_pct 6.26 \
    vias_per_cell 3.70 \
    slew_viol_final 0 \
    seq_area_um2 0 \
    die_h_um 80 \
    max_slew.worst_pin.slew_ns 0.347 \
    post-route-min-period_ns 4.90 \
    max_cap_violations 0 \
    hold_buffers 0 \
    critPathKind "in2out" \
]
metal layers:
layer  up-vias  wire [um]  share of wire (%)
li1        222          -                  -
met1       189        648                 50
met2        15        569                 44
met3         0         84                6.5
met4         0          0                  0
met5         -          0                  0
logic make-up (layout without fill, tap and decap cells):
| kind of cell | Yosys count | after routing | share of synthesized area (%) |
|---|---|---|---|
| simple gates | 14 | 14 | 22.2 |
| xor+xnor | 3 | 3 | 6.46 |
| fa+ha+maj | 8 | 8 | 26.5 |
| buf+inv | 3 | 29 | 3.69 |
| compound gates | 15 | 15 | 41.2 |
cell type report:
class	instances	area (um^2)	area share (%)
inverter	2	7.51	1.03
multi-input combinational	40	392	53.9
tap	46	57.6	7.92
timing repair buffer	27	270	37.2
synth_stat cells:
cell type  instances  area share (%)
ha_1               7              22
a21oi_1            4             4.9
nor2_1             3             2.8
xor2_1             3             6.5
inv_1              2             1.8
nor3_1             2             2.5
nor3b_1            2             3.7
o211ai_1           2             3.7
a211o_1            1             2.2
a211oi_4           1             4.9
a221oi_4           1             6.5
and3_4             1             2.8
buf_4              1             1.8
fa_1               1             4.9
nand2_1            1            0.92
nand4_1            1             1.5
nor2b_1            1             1.5
nor4_2             1             3.1
o211ai_2           1             3.1
o21ai_1            1             1.2
o21ba_2            1             2.5
o221ai_1           1             2.2
o2bb2ai_2          1             3.7
o311ai_4           1             6.5
or2_2              1             1.5
or2b_1             1             1.8
worst min-delay path: stages:
cell,delay [ns]
clkdlybuf4s50_1,0.46
ha_1,0.16
inv_1,0.05
clkdlybuf4s50_1,0.40
through the flow:
step           total power, uW  hold WS [ns]  instances  utilization [%]  setup WS [ns]
2_1_floorplan             38.2          2.55         43                -           2.21
3_3_place_gp              75.9          3.50        115             21.3           1.22
3_5_place_dp              76.4          3.51        115             21.3           1.19
4_1_cts                   77.1          3.52        115             21.3           1.18
5_1_grt                   83.2          3.57        115             21.3           1.08
6_report                  75.1          3.50        115             21.3           1.20
power breakdown:
| group | switching, uW | leakage [uW] | internal (uW) |
|---|---|---|---|
| sequential | 0 | 0 | 0 |
| clock | 0 | 0 | 0 |
| combinational | 29.0 | 0.000260 | 46.1 |
| total | 29.0 | 0.000260 | 46.1 |
final timing paths:
path,to,startpoint
setup / recovery,Z,A[0]
hold / removal,P,B[0]
Power and IR drop assume default switching activity.
