--- flow/run.sh ---
#!/bin/bash
# OpenROAD 26Q1-2900-gdf79404cd8, Yosys 0.63+post, stock flow scripts
make -C /OpenROAD-flow-scripts/flow DESIGN_CONFIG=/design/flow/config.mk WORK_HOME=/design/flow/orfs finish
--- flow/config.mk ---
export PLATFORM = sky130hd
export DESIGN_NAME = RAM_RW
export DESIGN_NICKNAME = RAM_RW
export VERILOG_FILES = /design/flow/design.v
export SDC_FILE = /design/flow/constraint.sdc
export NUM_CORES = 4
export LEC_CHECK = 1
export CORE_AREA = 10 10 86 86
export DIE_AREA = 0 0 96 96
--- flow/constraint.sdc ---
current_design RAM_RW

set clk_period 1.7
set clk_io_pct 0.2

create_clock -name clk0 -period $clk_period [get_ports {clk}]

set non_clock_inputs [all_inputs -no_clocks]
set_input_delay [expr $clk_period * $clk_io_pct] -clock clk0 $non_clock_inputs
set_output_delay [expr $clk_period * $clk_io_pct] -clock clk0 [all_outputs]
--- flow/design.v ---
parameter ADDR_WIDTH = 2;  
parameter DATA_WIDTH = 4;  
module RAM_RW(  
  input logic clk, SEL, reset,  
  input logic [ADDR_WIDTH-1:0] Addr,  
  input logic [DATA_WIDTH-1:0] Din,  
  output logic [DATA_WIDTH-1:0] Dout  
);
  logic [DATA_WIDTH-1:0] mem [0:(1<<ADDR_WIDTH)-1];  
  always_ff@(posedge clk) begin  
    if (reset) mem[Addr] <= 0;  
    else if(SEL) mem[Addr] <= Din;  
    else Dout <= mem[Addr];  
  end
endmodule
==> qor.yml <==
maximum_number_of_pins_on_one_net_before_global_route_repair: 13
slowest_stage: "sky130_fd_sc_hd__clkdlybuf4s50_1"
critPathMaxStageDelay_ps: 650
cts_inserted_buffers: 3
finalSetupViolCount: 0
min_period_ps: 1550
finalSetupTns_ps: 0
synth-seq-area-share: 0.774
fin_ws_ps: 147
io_pins: 13
die_height_microns: 96
post_detailed_route_count_of_antenna_violating_nets: 0
syn_inst: 36
grt.overflow.total: 0
fillCellCount: 606
drt_first_pass_iters: 4
area.growth.synth_to_final_pct: 39.0
cp-end-kind: "flip-flop"
cts_num_sinks: 20
ir_worst_vdd_uv: 416
chip_area_sq_um: 9220
cts_max_level: 1
finalMaxSlewViolations: 0
drc_errors: 0
max_freq_ghz: 0.644
cts_setup_buffers: 0
ys.flops: 20
instances_no_fill: 127
cts.hold.buffers_added: 0
post_route_core_utilization: 0.195
outcome: "finished, final reports clean"
grt_first_pass_wirelength_mm: 2.00
design.core.area_sq_um: 5540
path_buffers: 1
wirelength_mm: 1.22
ys.warnings.count: 1
cp_top_family: "buffers and inverters"
worstSkewPairLatency_ps: 260
initial_standard_cell_utilization_of_the_core: 0.140
timing.critical_path.cells: "clkdlybuf4s50_1, mux4_2"
ys_chip_area_sq_um: 776
insertedDiodeCount: 0
pre_cts_ws_ps: -137
cts_tree: "built"
antenna_found_initial: 0
max_cap_viol_count: 0
drive_gt1_frac: 0.255
vias_in_the_first_global_route: 428
placementRows: 27
cp.required_ps: 1690
combGateArea_sq_um: 159
hp-class: "flip-flop to flip-flop"
globalplace.congestion: 0.789
synth.cell_area_sq_um: 776
yosys.cell_types.count: 11
min_period_over_period: 0.914
fin_worst_hold_slack_ps: 635
report.final.hold_viol_count: 0
whs_path_depth: 1
track_usage: 0.0282
worstSetupPathDepth: 2
transition_at_the_pin_with_the_smallest_max_transition_slack_ps: 321
dr_total_vias: 359
die_w_microns: 96
clock-skew-final_ps: 4.73
grt_setup_unrepaired: "no"
openroad.warnings: 25
p_leak_nw: 0.324
crit_path_max_fanout: 6
yosys_cells: 36
post_cts_resized: 0
total_power_density_per_cell_area_nw_per_um2: 1050
cts_root_buffer: "sky130_fd_sc_hd__clkbuf_8"
dp.cells: 123
layout.area.seq_sq_um: 601
timing_worst_setup_path_type: "input pin to flip-flop"
post_synth.cell_area_avg_sq_um: 21.5
layout.cells.most_common: "sky130_fd_sc_hd__edfxtp_1"
worstPathArrival_ps: 1550
post_drt_via_cell_ratio: 2.83
io_buffer_count: 12
slew-limit-headroom: 0.785
clockBufferDepth: 2
r2r.worst_path.cells: 1
clkSlewWorstSetupHoldPaths_ps: 70
layout_top_cells: "sky130_fd_sc_hd__edfxtp_1, sky130_fd_sc_hd__clkdlybuf4s50_1, sky130_fd_sc_hd__buf_4"
startpoint_type: "input pin"
dr_iter_0_viols: 15
wl_per_cell_microns: 9.64
-- cells in the mapped netlist --
| cell | instances | share of area |
|---|---|---|
| sky130_fd_sc_hd__nor2b_1 | 1 | 0.0081 |
| sky130_fd_sc_hd__nor3b_2 | 1 | 0.016 |
| sky130_fd_sc_hd__nor3_1 | 1 | 0.0064 |
| sky130_fd_sc_hd__and2_1 | 4 | 0.032 |
| sky130_fd_sc_hd__edfxtp_1 | 20 | 0.77 |
| sky130_fd_sc_hd__and3b_1 | 1 | 0.011 |
| sky130_fd_sc_hd__clkbuf_2 | 1 | 0.0064 |
| sky130_fd_sc_hd__mux4_2 | 4 | 0.12 |
| sky130_fd_sc_hd__nor3b_1 | 1 | 0.0097 |
| sky130_fd_sc_hd__buf_6 | 1 | 0.015 |
| sky130_fd_sc_hd__nor2_1 | 1 | 0.0048 |
-- per-stage QoR --
stage               cell area [sq um]  total power, W
finish                           1080         0.00113
global route                     1080         0.00116
CTS                              1080         0.00113
detailed placement               1010        0.000671
global placement                 1010        0.000667
floorplan                         776        0.000629
-- flip-flops by register name (all words and copies together) (netlist names) --
register / cells
mem: 16
Dout: 4
-- cell families after synthesis --
kind of cell  share of synthesized area
mux                               0.116
buf+inv                          0.0210
flops                             0.774
simple gates                     0.0887
-- area by class of cell --
class | instances | share of cell area
Sequential cell | 20 | 0.557
Multi-Input combinational cell | 14 | 0.147
Timing Repair Buffer | 17 | 0.146
Tap cell | 72 | 0.0835
Clock buffer | 3 | 0.0383
Clock inverter | 1 | 0.0278
-- power breakdown --
group,switching [W],leakage [nW],internal [W]
sequential,0.00000636,0.164,0.000574
clock,0.000157,0.0357,0.000314
combinational,0.0000288,0.124,0.0000494
-- worst paths after layout --
| check | from | endpoint | slack, ps |
|---|---|---|---|
| setup / recovery | Addr[0] | Dout[1] | 150 |
| hold / removal | mem[0][2] | Dout[2] | 630 |
| setup reg to reg | mem[3][1] | Dout[1] | 580 |
| hold reg to reg | mem[0][2] | Dout[2] | 630 |
-- layer usage --
| metal | track usage | vias to the layer above | wire, microns |
|---|---|---|---|
| met5 | 0 | - | 0 |
| li1 | - | 179 | - |
| met3 | 0.0267 | 2 | 200 |
| met2 | 0.0314 | 19 | 401 |
| met1 | 0.0394 | 159 | 612 |
| met4 | 0.00246 | 0 | 10 |
Power and IR drop assume default switching activity.
